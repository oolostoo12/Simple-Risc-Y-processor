`flow/config.mk`:
```
export PLATFORM = sky130hd
export DESIGN_NAME = alu
export DESIGN_NICKNAME = alu
export VERILOG_FILES = /design/flow/design.v
export SDC_FILE = /design/flow/constraint.sdc
export NUM_CORES = 4
export LEC_CHECK = 1
export CORE_AREA = 10 10 92 92
export DIE_AREA = 0 0 102 102
```
`flow/run.sh`:
```
#!/bin/bash
# OpenROAD 26Q1-2900-gdf79404cd8, Yosys 0.63+post, stock flow scripts
make -C /OpenROAD-flow-scripts/flow DESIGN_CONFIG=/design/flow/config.mk WORK_HOME=/design/flow/orfs finish
```
`flow/design.v`:
```
`timescale 1ns/1ns
module alu #(parameter WIDTH = 8)
            (output reg [WIDTH-1:0] ALU_OUT,
	     output reg CF,OF,SF,ZF,
	     input [3:0] OPCODE,
	     input [WIDTH-1:0] A,B,
	     input CLK,EN,OE);
   reg [WIDTH :0]  OUTPUT;
   localparam
     ADDOP = 4'b0010,
     SUBOP = 4'b0011,
     ANDOP = 4'b0100,
     OROP = 4'b0101,
     XOROP = 4'b0110,
     NOTAOP = 4'b0111;
always_comb begin
   if(OE) ALU_OUT <= OUTPUT[WIDTH-1:0];
   else ALU_OUT <= 'bz;
  end
always_ff @(posedge CLK) begin 
   if(EN)begin
      case(OPCODE)
	ADDOP: begin
	   OUTPUT = A + B; 
	   CF <= OUTPUT[WIDTH];
	   if(OUTPUT[WIDTH-1] != A[WIDTH-1] && OUTPUT[WIDTH-1] != B[WIDTH-1])
	     OF <= 1'b1;
	   else OF <= 1'b0;
	   SF <= ALU_OUT[7];
	   ZF <= ~(|ALU_OUT);
	end  
	SUBOP: begin
	   OUTPUT = A +((~B)+1);
	   CF <= A < B;  
	   if(OUTPUT[WIDTH-1] != A[WIDTH-1] && OUTPUT[WIDTH-1] != B[WIDTH-1])
	     OF <= 1'b1;
	   else OF <= 1'b0;
	   SF <= ALU_OUT[7];
	   ZF <= ~(|ALU_OUT);
	end  
	ANDOP: begin
	   OUTPUT = A & B;
	   CF <= 1'b0;
	   OF <= 1'b0;
	   SF <= ALU_OUT[7];
	   ZF <= ~(|ALU_OUT);
	end  
	OROP: begin
	   OUTPUT = A | B;
	   CF <= 1'b0;
	   OF <= 1'b0;
	   SF <= ALU_OUT[7];
	   ZF <= ~(|ALU_OUT);
	end  
	XOROP: begin
	   OUTPUT = A ^ B;
	   CF <= 1'b0;
	   OF <= 1'b0;
	   SF <= ALU_OUT[7];
	   ZF <= ~(|ALU_OUT);
	end  
	NOTAOP: begin
	   OUTPUT = ~A;
	   CF <= 1'b0;
	   OF <= 1'b0;
	   SF <= ALU_OUT[7];
	   ZF <= ~(|ALU_OUT);
	end  
	default: begin
	   OUTPUT = ALU_OUT;
	   CF <= 1'b0;
	   OF <= 1'b0;
	   SF <= 1'b0;
	   ZF <= 1'b0;
	end
      endcase  
   end  
   else
    OUTPUT <= OUTPUT;
end
endmodule  
```
`flow/constraint.sdc`:
```
current_design alu

set clk_period 4.2
set clk_io_pct 0.2

create_clock -name clk0 -period $clk_period [get_ports {CLK}]

set non_clock_inputs [all_inputs -no_clocks]
set_input_delay [expr $clk_period * $clk_io_pct] -clock clk0 $non_clock_inputs
set_output_delay [expr $clk_period * $clk_io_pct] -clock clk0 [all_outputs]
```
==> GITHUB_STEP_SUMMARY <==
## Synthesis and layout report

| Metric | Value |
|---|---|
| Async S/R FF share, synth | `0` |
| Post-route worst setup slack | `0.971 ns` |
| Antenna cells | `0` |
| Flop area | `360 um^2` |
| Ports | `35` |
| Seq/Total Area, Yosys | `0.219` |
| Hold buffer count at cts | `0` |
| Leak | `0.000872 uW` |
| Die outline width | `102 um` |
| Peak supply drop | `0.0000792 V` |
| Routed vias | `1,446` |
| FF-to-FF Start | `OUTPUT[0]` |
| Clock sinks | `12` |
| Vias in the first global route | `1,395` |
| Unrepaired setup endpoints after global routing | `false` |
| Crit Path Max Fanout | `6` |
| Residual DRC | `0` |
| Flops after synth | `12` |
| R2R Path End | `ZF` |
| Top Layout Cells | `33 x clkdlybuf4s50_1, 27 x inv_1, 24 x ha_1, 20 x nor2_1, 18 x a21oi_1` |
| Post-route insts no fill | `303` |
| Fill count | `684` |
| Max Fclk | `310 MHz` |
| OpenROAD warnings | `42` |
| Core area | `6460 um^2` |
| Chip height | `102 um` |
| Worst Tran Pin Value | `0.686 ns` |
| Final Max Slew Viols | `0` |
| CTS tree | `done` |
| Critical path data arrival time | `3.22 ns` |
| Crit share post-route | `0.769` |
| Crit path capture type | `register` |
| Top layer in use | `met4` |
| Setup TNS | `0 ns` |
| Clock Path Buffers | `2` |
| Placed instance count | `300` |
| Die area | `10,400 um^2` |
| Synth warnings | `2` |
| Critical path class | `in2reg` |
| Final wirelength | `3920 um` |
| CP peak stage delay | `0.62 ns` |
| Clk root buf | `clkbuf_8` |
| All-Layer GR Usage | `0.0769` |
| Status | `finished clean` |
| Initial Utilization | `0.255` |
| Worst R2R Path Depth | `2` |
| Post-CTS Resized | `0` |
| Routed Antenna Nets | `0` |
| Routability congestion estimate | `0.887` |
| DR iter-0 viols | `125` |
| Late-Pin Clk Latency | `0.23 ns` |
| Area grow syn2layout | `27.1%` |
| HP Class | `reg2reg` |
| Count of library flops with an enable pin | `12` |
| Power Dens Cells | `209 nW/um^2` |
| Number of max-cap violations | `0` |
| Vias per cell | `4.77` |
| DRT met1 WL | `2030 um` |
| Clk_skew | `0.00591 ns` |
| Main area contributors | `edfxtp_1 22%, ha_1 18%, inv_1 6.2%, a21oi_1 5.5%, nor2_1 4.6%` |
| Synthesized instance count | `195` |
| Met3 wire len | `264 um` |
| DP HPWL | `3290 um` |
| Pre-CTS setup slack | `0.735 ns` |
| Mapped cell area | `1650 um^2` |
| CP startpoint kind | `input port` |
| Commonest Layout Cell | `clkdlybuf4s50_1` |
| Final setup violation count | `0` |
| Synthesized area per cell | `8.44 um^2` |
| Beginning of the worst hold path | `OUTPUT[7]` |
| Crit path DRT | `4.19 ns` |
| Leading area contributor after synthesis | `edfxtp_1` |
| Rel. slew slack | `0.542` |
| CTS clk-pin slew, worst paths | `0.05 ns` |
| Min Tclk post-route | `3.23 ns` |
| Yosys top cell area share | `0.219` |
| Fin area | `2090 um^2` |
| Worst Hold Depth | `1` |
| Share of layout cells above drive strength 1 | `0.0841` |
| Critical Path, Cell by Cell | `clkdlybuf4s50_1 -> inv_1 -> ha_1 -> a21o_1 -> a21oi_2 -> o31ai_1 -> a31oi_1 -> xor2_1 -> o22ai_1 -> o2bb2ai_1` |
| Hold Crit Endpoint | `SF` |
| Final Hold Viols | `0` |
| Grt total ovfl | `0` |
| Yosys chip area | `1650 um^2` |
| Largest net degree at the start of global routing | `19` |
| Number of CTS-inserted buffers | `3` |
| Slowest cell on crit path | `clkdlybuf4s50_1` |
| H-tree levels | `1` |
| Port bufs | `33` |
| Multi-input gate area | `1120 um^2` |
| WL/cell | `12.9 um` |
| Cell Type Count | `51` |
| DR WL met2 | `1590 um` |
| Area after DPL | `2050 um^2` |
| R2R Setup Slk | `3.22 ns` |
| Commonest flop | `edfxtp_1` |
| Antenna violations before repair | `0` |
| Global-route wire length before repair | `6670 um` |
| Postcts setup bufs | `0` |
| First-pass iteration count of the detailed router | `4` |
| Yosys cell count | `195` |
| Rows | `29` |
## per-stage QoR
stage               hold WS [ns]   util  total power [uW]
finish                     0.601  0.324               437
floorplan                  0.527      -               271
global route               0.634  0.324               473
detailed placement         0.591  0.318               341
CTS                        0.602  0.324               439
global placement           0.585  0.318               340
## layout make-up
cell class	count	share of cell area
multi-input combinational	145	0.538
sequential	12	0.172
timing repair buffer	37	0.172
inverter	29	0.0520
tap	77	0.0461
clock buffer	3	0.0197
## cells in the mapped netlist (2+ instances only)
cell	n
nor2_1	20
nand3_1	2
o221ai_1	2
o21ai_0	2
o31ai_1	3
xor2_1	3
fa_1	2
inv_1	27
nand2_1	13
buf_2	4
o22ai_1	4
a221o_1	2
nor4_1	2
ha_1	24
a211oi_1	3
mux4_2	2
and2_1	3
o21ai_1	4
nor2b_1	2
edfxtp_1	12
nand2b_1	4
nor3_1	2
a22oi_1	3
a21oi_1	18
o211ai_1	2
a21o_1	2
a21oi_2	2
o2bb2ai_1	2
o21ai_2	2
## how the worst max path moves through the flow
stage	start	end	slack [ns]	cells past startpoint
4_1_cts	A[1]	OF	0.99	10
5_1_grt	A[1]	OF	0.69	10
6_report	A[1]	OF	0.97	10
## kinds of logic (layout without fill, tap and decap cells)
kind of cell,after synthesis,in the layout,synth area share
AND-OR/OR-AND,62,62,0.283
XOR/XNOR,4,4,0.0213
adder cells (fa/ha/maj),26,26,0.207
buffers and inverters,38,69,0.0973
flip-flops,12,12,0.219
multiplexers,3,3,0.0335
AND/OR/NAND/NOR,50,50,0.139
## critical path, delay by kind of cell
kind            cells  cell delay (ns)
compound gates      6             1.10
buf+inv             2             0.70
fa+ha+maj           1             0.34
xor+xnor            1             0.24
## flip-flops by register name, indices dropped and copies added, names as in the netlist
register	count
OUTPUT	8
OF	1
ZF	1
CF	1
SF	1
## power by group
part	switching (uW)	internal, uW	leakage [uW]	total, uW
logic	99.0	90.1	0.000737	189
registers	4.10	146	0.000114	150
clock network	35.0	62.6	0.0000216	97.5
total	138	299	0.000872	437
## per-layer routing
metal | track usage | vias to the layer above
li1 | - | 758
met1 | 0.118 | 648
met2 | 0.114 | 34
met3 | 0.0150 | 6
met4 | 0.00759 | 0
met5 | 0 | -
No activity file was given, so power comes from the tool's default toggle rates.
