==> design.v <==
`timescale 1ns/1ns
module regfile #(parameter WIDTH = 8, DEPTH = 5)
                ( inout wire [WIDTH -1:0] DATA_BUS,
		  input [DEPTH - 1 : 0] ADDRESS_BUS,
		  input CS, OE,WS);
   reg [(WIDTH-1):0] DATA_REG, MEMORY[2**DEPTH];
   assign DATA_BUS = (OE && !CS) ? DATA_REG: 8'bz;  
   always_ff @(posedge WS) begin  
      if(!OE && !CS)
	MEMORY[ADDRESS_BUS] <= DATA_BUS;
      else if (CS)  
	MEMORY[ADDRESS_BUS] <= MEMORY[ADDRESS_BUS];
   end  
   always_comb
     DATA_REG = MEMORY[ADDRESS_BUS];
endmodule  
==> run.sh <==
#!/bin/bash
# OpenROAD 26Q1-2900-gdf79404cd8, Yosys 0.63+post, stock flow scripts
make -C /OpenROAD-flow-scripts/flow DESIGN_CONFIG=/design/flow/config.mk WORK_HOME=/design/flow/orfs finish
==> config.mk <==
export PLATFORM = sky130hd
export DESIGN_NAME = regfile
export DESIGN_NICKNAME = regfile
export VERILOG_FILES = /design/flow/design.v
export SDC_FILE = /design/flow/constraint.sdc
export NUM_CORES = 4
export LEC_CHECK = 1
export CORE_UTILIZATION = 40
==> constraint.sdc <==
current_design regfile

set clk_period 3.5
set clk_io_pct 0.2

create_clock -name clk0 -period $clk_period [get_ports {WS}]

set non_clock_inputs [all_inputs -no_clocks]
set_input_delay [expr $clk_period * $clk_io_pct] -clock clk0 $non_clock_inputs
set_output_delay [expr $clk_period * $clk_io_pct] -clock clk0 [all_outputs]
==> job_summary.md <==
### Yosys + OpenROAD results

| Metric | Value |
|---|---|
| Outcome | `stopped before the end` |
| Last flow stage reached | `clock tree synthesis (4_1_cts)` |
| Error msg | `[error] [KeplerFormal.cpp:679] Workflow failed: Iso has multiple drivers: .DATA_BUS0, _544_.Y0` |
| Synth top cells by count | `256 x edfxtp_1, 128 x mux2i_1, 63 x o22ai_1, 30 x nor2_1, 22 x buf_2` |
| H-tree level count | `1` |
| Dominant flop cell | `edfxtp_1` |
| Simple-Gate Area Share | `between 5 and 6%` |
| Hold_buf cts | `0` |
| Cell with the most instances after synthesis | `edfxtp_1` |
| Top cells, area | `edfxtp_1 76%, mux2i_1 13%, o22ai_1 3.9%, nor2_1 1.1%, buf_2 1.1%` |
| Clk buf depth | `3` |
| Total I/O pin count | `16` |
| Mapped cell area | `just over 0.01 sq mm` |
| Yosys aoi share | `4.044%` |
| Die H | `~160 microns` |
| Post-synthesis instance total | `roughly 570` |
| Sink Count | `256` |
| Clk root buf | `clkbuf_16` |
| Dpl hpwl | `roughly 15000 microns` |
| Distinct cells, synth | `25` |
| Xor+xnor area frac | `0%` |
| Syn Area/Cell | `around 18 sq um` |
| Chip width | `between 150 and 200 microns` |
| Max-area cell share | `76.45%` |
| Adder Area Share | `0%` |
| Postcts setup bufs | `0` |
| Synth logic family | `multiplexers` |
| Asr flop ratio synth | `0%` |
| Synthesis-stage register bit count | `256` |
| Gpl congestion | `just under 1` |
| Synth warnings | `2` |
| Row count | `57` |
| MUX area fraction | `between 10 and 15%` |
| Area leader, netlist | `edfxtp_1` |
| YS chip area | `just over 0.01 sq mm` |
| CTS buffer count | `26` |
| Port bufs | `7` |
| Post-synth EDFFs | `about 260` |
| # Cells Yosys | `~570` |
| Floorplan core density | `41.11%` |
| Register area share after synthesis | `between 70% and 80%` |
| Post_cts resized | `0` |
cells by family after synthesis:
logic type / Yosys count
AOI/OAI and AO/OA: 64
buffers and inverters: 35
DFF: 256
muxes: 128
and+or+nand+nor: 88
stage by stage:
step | setup slack, ns | util (%) | instance area [sq um] | instances
detailed placement | 0.007782 | 44.16 | 10800 | 918
global placement | -0.0006328 | 44.16 | 10800 | 918
floorplan | 0.6018 | - | 10060 | 571
