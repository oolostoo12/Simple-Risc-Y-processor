[./config.mk]
export PLATFORM = sky130hd
export DESIGN_NAME = count
export DESIGN_NICKNAME = count
export VERILOG_FILES = /design/flow/design.v
export SDC_FILE = /design/flow/constraint.sdc
export NUM_CORES = 4
export LEC_CHECK = 1
export CORE_AREA = 10 10 70 70
export DIE_AREA = 0 0 80 80
[./constraint.sdc]
current_design count

set clk_period 1.3
set clk_io_pct 0.2

create_clock -name clk0 -period $clk_period [get_ports {CLOCK}]
create_clock -name clk1 -period $clk_period [get_ports {RESET}]

set non_clock_inputs [all_inputs -no_clocks]
set_input_delay [expr $clk_period * $clk_io_pct] -clock clk0 $non_clock_inputs
set_output_delay [expr $clk_period * $clk_io_pct] -clock clk0 [all_outputs]
[./design.v]
`timescale 1ns/100ps
module aasd(output reg AASD_RESET,
	    input CLK, RST);
   reg 		      D;
always_ff @(posedge CLK, negedge RST) begin
   if(!RST) begin
      D <= 1'b0;
      AASD_RESET <= 1'b0;
   end
   else begin
      D <=1'b1;
      AASD_RESET <= D;
   end
end
 endmodule  
`timescale 1ns/ 1ns
  module count(COUNT,DATA,CLOCK,RESET,ENABLE,LOAD);
   output [5:0] COUNT;
   input  [5:0] DATA;
   input 	CLOCK,RESET,ENABLE,LOAD;
   wire 	RST;
   aasd AASD(RST,RESET,CLOCK);
   counter CNT(COUNT,DATA,CLOCK,RST,ENABLE,LOAD);
endmodule  
`timescale 1 ns/ 1ns
module counter(COUNT,DATA,CLOCK,RESET,ENABLE,LOAD);
   parameter SIZE = 5;
   output reg [SIZE-1:0] COUNT;
   input [SIZE-1:0] 	    DATA;
   input 	    CLOCK,RESET,ENABLE,LOAD;
   always_ff @(posedge CLOCK, negedge RESET)
     if(!RESET) COUNT = 'b0;
     else if(ENABLE) begin
	if(LOAD) COUNT = DATA;
	else  COUNT = COUNT + 1;
     end
endmodule  
[./run.sh]
#!/bin/bash
# OpenROAD 26Q1-2900-gdf79404cd8, Yosys 0.63+post, stock flow scripts
make -C /OpenROAD-flow-scripts/flow DESIGN_CONFIG=/design/flow/config.mk WORK_HOME=/design/flow/orfs finish
==> run summary <==
Implementation summary

The run finished, with violations left. The checks that failed: negative hold slack. The synthesized netlist occupies a cell area of 365 sq um.

Routability-driven placement finished with a final weighted congestion of 0.681. The post-route total power is just over 1000 uW. In this run, synthesis inferred 0 flip-flops with an integrated enable. The power per standard cell area is 1510 nW/um^2.

Of the synthesized area, sequential elements account for 0.479. The detailed-route wire length per cell is 10.2 um. The critical path's top delay family is flip-flops.

The logic area is 173 sq um. The pin count of the biggest net entering global routing is 8. TritonRoute reported its final design rule violation total as 0.

The report lists the cells along the critical path as buf_4 > ha_2 > and4_2 > a21oi_2 > o21a_1. The endpoint class of the critical path is a flop. Across every metal layer, demand over resource in global routing totals 0.0344. The synthesis report names the predominant flop master as dfrtp_1. The length of the first detailed-routing pass in iterations is 4. The startpoint kind of the worst setup timing path is a flop. The data arrival time reported for the critical path is 1.50 ns.

dfrtp_1 takes more of the synthesized area than any other cell. The number of warnings reported in the stage logs is 27. The post-synthesis sequential element count is 7. In the synthesis report, Yosys lists the chip area as 365 sq um.

The wire length on met1 is 547 um. The fill cell instance count of the final layout is 392. In the routed layout, each cell is associated on average with a via count of 3.42. After detailed placement, the design holds a cell count of 96. The top routing layer in use is met4. The number of global-route vias before repair is 399. After floorplanning, the core was sized to cover 3420 sq um. The aggregate negative setup slack is 0 ns. The final timing report lists a hold violation count of 2. The slowest library cell on the worst path is dfrtp_1.

The clock tree from TritonCTS is built. The number of antenna violations at the first check in global routing was 0. After synthesis, the cell types taking the most area are dfrtp_1, a21oi_1, o22a_2, o21a_1, a31oi_1. The detail route stage leaves a number of antenna-violating nets equal to 0.

The critical path start-end classification is reg2reg. The maximum net fanout on the critical path is 5. The required time at the worst-slack endpoint is about 1.6 ns. The post-route cell area is about 670 sq um. The worst-case IR drop observed on VDD is 0.757 mV. The placed standard-cell area is 557 sq um.

A synthesized cell averages about 10 sq um. The layout summary lists the proportion of cells stronger than drive strength 1 as 0.369. Counting every instance in the synthesized netlist gives 36. The Yosys step of the flow raised 4 warnings. The final clock skew is 0.00232 ns. After detailed routing, the met3 layer carries about 140 um of wire.

The total number of vias is 380. The area growth from synthesis to final layout is 82.9%. The most common cell in the netlist is dfrtp_1. The share of synthesized area in the top cell type comes to 0.479. The worst hold slack is -0.309 ns. Counting distinct cell types in the post-synthesis netlist gives 18. In this run, the number of DRC markers left after iteration 0 of detailed routing was 35. Per the run summary, max-cap violations total 0. The die footprint is ~6400 sq um. The share of flip-flops with an asynchronous set or reset after synthesis is 1.00. The leakage component of the power was reported as between 0.0002 and 0.0003 uW.

Wires add up to between 1000 and 1500 um. The number of cells in the finished layout apart from fillers is 111. The starting utilization of the core area is 0.107. The final max-slew violation count is 0. The count of pins on the block boundary is 16. Per the OpenROAD floorplan log, the width of the die is 80 um. The global-route wire length before repair is 1730 um. For reference, the top cells by count after synthesis are dfrtp_1, a21oi_1, nor2_1. On the worst path, the slowest cell contributes a delay of between 0.3 and 0.4 ns. After clock tree synthesis, the clock-pin slew on the worst setup and hold paths is 0.04 ns. The number of cells reported by Yosys stat comes to 36. The die is 80 um tall. The count of buffering cells on the critical path with inverters included is 1. The storage element area is approximately 180 sq um. Setup repair after global routing left no endpoint under its margin. The class of the most critical hold timing path is clk2async. For this run the aggregate overflow at the end of global routing stands at 0. In the routed netlist, the antenna diode instances number 0. The quantity of I/O buffers inserted on ports is 12.

The length of routed met2 wiring is 435 um. The final timing report counts setup violations totalling 0. The initialized floorplan defines 21 standard-cell rows.
-- report_power, final --
group	internal (uW)	switching (uW)	leakage, uW
clock	354	155	0.0000472
combinational	142	95.5	0.000159
sequential	249	14.9	0.0000814
-- final timing paths --
kind / startpoint / to / slack, ns / cells past startpoint
min in group clk0: DATA[0] / CNT.COUNT[0] / 0.57 / 3
worst min register to register: AASD.D / AASD.AASD_RESET / 0.35 / 0
min in group clk1: AASD.D / AASD.AASD_RESET / 0.35 / 0
max in group clk1: AASD.D / AASD.AASD_RESET / 0.84 / 0
worst max-delay path: CNT.COUNT[0] / CNT.COUNT[4] / 0.04 / 5
max in group asynchronous: AASD.AASD_RESET / CNT.COUNT[1] / 0.63 / 1
worst min-delay path: CLOCK / AASD.AASD_RESET / -0.31 / 2
worst max register to register: CNT.COUNT[0] / CNT.COUNT[4] / 0.04 / 5
-- logic make-up (layout without fill, tap and decap cells) --
kind of cell,after synthesis,after routing,share of synthesized area
compound gates,14,14,0.253
fa+ha+maj,1,1,0.0342
buf+inv,3,32,0.0651
flops,7,7,0.479
mux,1,1,0.0274
other cells,2,2,0.0206
simple gates,8,8,0.120
-- cells in the final DEF (no fill, tap or decap) --
| master | instances |
|---|---|
| dlygate4sd2_1 | 5 |
| and4_2 | 1 |
| a22o_2 | 1 |
| o22a_2 | 2 |
| mux2i_1 | 1 |
| nor2_1 | 3 |
| clkdlybuf4s50_1 | 7 |
| dfrtp_1 | 7 |
| o21a_1 | 2 |
| buf_4 | 8 |
| and4_1 | 1 |
| conb_1 | 2 |
| a31oi_1 | 2 |
| nand2b_1 | 1 |
| clkbuf_1 | 1 |
| dlygate4sd3_1 | 1 |
| clkbuf_4 | 10 |
| o21ai_0 | 2 |
| ha_2 | 1 |
| nand2_1 | 2 |
| a21oi_1 | 4 |
| a21oi_2 | 1 |
-- timing repair --
item                       4_1_cts  5_1_grt
resized                          5        2
hold endpoints to repair         5        0
setup buffers                    3        0
cloned                           0        0
hold buffers                     1        0
setup endpoints to repair        5        2
-- area by class of cell --
class / count / area share
timing repair buffer: 21 / 0.275
multi-input combinational: 26 / 0.258
clock buffer: 11 / 0.118
tap: 46 / 0.0861
sequential: 7 / 0.262
-- sequential cells by signal (all words and copies together), names as in the netlist --
register         count
CNT.COUNT            5
AASD.D               1
AASD.AASD_RESET      1
-- per-stage QoR --
step                setup slack [ns]  hold WS, ns  utilization
finish                        0.0430       -0.309        0.196
global route                  0.0123       -0.314        0.196
CTS                           0.0127       -0.311        0.194
detailed placement            -0.120       -0.296        0.163
global placement             -0.0999       -0.296        0.163
floorplan                      0.208       -0.296            -
-- metal layers --
layer  vias to the layer above  global-route usage
li1                        188                   -
met1                       168              0.0472
met2                        21              0.0345
met3                         3              0.0295
met4                         0              0.0158
met5                         -                   0
-- worst reg2reg max path, stage by stage (launching register included) --
cell     delay (ns)
dfrtp_1        0.36
buf_4          0.15
ha_2           0.20
and4_2         0.22
a21oi_2        0.05
o21a_1         0.16
No activity file was given, so power comes from the tool's default toggle rates.
